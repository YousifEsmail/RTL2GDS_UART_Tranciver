**/design/flow/config.mk**
```make
export PLATFORM = sky130hd
export DESIGN_NAME = REG_FILE
export DESIGN_NICKNAME = REG_FILE
export VERILOG_FILES = /design/flow/design.v
export SDC_FILE = /design/flow/constraint.sdc
export NUM_CORES = 4
export LEC_CHECK = 1
export CORE_UTILIZATION = 50
```
**/design/flow/constraint.sdc**
```tcl
current_design REG_FILE

set clk_period 2.6
set clk_io_pct 0.2

create_clock -name clk0 -period $clk_period [get_ports {CLK}]

set non_clock_inputs [all_inputs -no_clocks]
set_input_delay [expr $clk_period * $clk_io_pct] -clock clk0 $non_clock_inputs
set_output_delay [expr $clk_period * $clk_io_pct] -clock clk0 [all_outputs]
```
**/design/flow/design.v**
```verilog
module REG_FILE #(
    parameter DATA_WIDTH =8 ,parameter DATA_DEPTH=16
) (
    input wire [DATA_WIDTH-1:0] WrData ,
    input wire [3:0] Address,
    input wire WrEn,
    input wire RdEn,
    input wire CLK,
    input wire RST,
    output reg [DATA_WIDTH-1:0] RdData,
    output reg Rd_VLD,
    output wire [DATA_WIDTH-1:0] Reg_0,
    output wire [DATA_WIDTH-1:0] Reg_1,
    output wire [DATA_WIDTH-1:0] Reg_2,
    output wire [DATA_WIDTH-1:0] Reg_3
);
reg [DATA_WIDTH-1:0] Reg_File [DATA_DEPTH-1:0];
always @(posedge CLK or negedge RST ) begin
    if(!RST)
    begin
            Reg_File[0] <= 8'b0 ;
            Reg_File[1] <= 8'b0 ;        
            Reg_File[2] <= 8'b000011101 ; 
            Reg_File[3] <= 8'b1000 ; 
            Reg_File[4] <= 8'b0 ;
            Reg_File[5] <= 8'b0 ;
            Reg_File[6] <= 8'b0 ;
            Reg_File[7] <= 8'b0 ;
            Reg_File[8] <= 8'b0 ;
            Reg_File[9] <= 8'b0 ;
            Reg_File[10] <= 8'b0 ; 
            Reg_File[11] <= 8'b0 ;
            Reg_File[12] <= 8'b0 ;
            Reg_File[13] <= 8'b0 ;
            Reg_File[14] <= 8'b0 ;
            Reg_File[15] <= 8'b0 ;
            Rd_VLD<=1'b0;
    end
    else if (WrEn&&!RdEn) begin
        case (Address)
            4'b0000:Reg_File[0] <= WrData ;
            4'b0001:Reg_File[1] <= WrData ;
            4'b0010:Reg_File[2] <= WrData ;
            4'b0011:Reg_File[3] <= WrData ;
            4'b0100:Reg_File[4] <= WrData ;
            4'b0101:Reg_File[5] <= WrData ;
            4'b0110:Reg_File[6] <= WrData ;
            4'b0111:Reg_File[7] <= WrData ;
            4'b1000:Reg_File[8] <= WrData ;
            4'b1001:Reg_File[9] <= WrData ;
            4'b1010:Reg_File[10] <= WrData ;
            4'b1011:Reg_File[11] <= WrData ;
            4'b1100:Reg_File[12] <= WrData ;
            4'b1101:Reg_File[13] <= WrData ;
            4'b1110:Reg_File[14] <= WrData ;
            4'b1111:Reg_File[15] <= WrData ;
        endcase
                    Rd_VLD<=1'b0;
    end
    else if (RdEn&&!WrEn) begin
        case (Address)
            4'b0000:begin 
                RdData<=Reg_File[0];     
                Rd_VLD<=1'b1;
                end
            4'b0001:
                begin 
                RdData<=Reg_File[1];          
                Rd_VLD<=1'b1;
                end
            4'b0010:
                begin 
                RdData<=Reg_File[2];          
                Rd_VLD<=1'b1;
                end
            4'b0011:
                begin 
                RdData<=Reg_File[3];          
                Rd_VLD<=1'b1;
                end
            4'b0100:
                begin 
                RdData<=Reg_File[4];          
                Rd_VLD<=1'b1;
                end
            4'b0101:
                begin 
                RdData<=Reg_File[5];          
                Rd_VLD<=1'b1;
                end
            4'b0110:
                begin 
                RdData<=Reg_File[6];          
                Rd_VLD<=1'b1;
                end
            4'b0111:
                begin 
                RdData<=Reg_File[7];          
                Rd_VLD<=1'b1;
                end
            4'b1000:
                begin 
                RdData<=Reg_File[8];          
                Rd_VLD<=1'b1;
                end
            4'b1001:
                begin 
                RdData<=Reg_File[9];          
                Rd_VLD<=1'b1;
                end
            4'b1010:
                begin 
                RdData<=Reg_File[10];         
                Rd_VLD<=1'b1;
                end
            4'b1011:
                begin 
                RdData<=Reg_File[11];         
                Rd_VLD<=1'b1;
                end
            4'b1100:
                begin 
                RdData<=Reg_File[12];         
                Rd_VLD<=1'b1;
                end
            4'b1101:
                begin 
                RdData<=Reg_File[13];         
                Rd_VLD<=1'b1;
                end
            4'b1110:
                begin 
                RdData<=Reg_File[14];         
                Rd_VLD<=1'b1;
                end
            4'b1111:
                begin 
                RdData<=Reg_File[15];         
                Rd_VLD<=1'b1;
                end
        endcase
        end
        else    
        begin
        Rd_VLD<=1'b0;
        end
end
assign Reg_0=Reg_File[0];
assign Reg_1=Reg_File[1];
assign Reg_2=Reg_File[2]; 
assign Reg_3=Reg_File[3];
endmodule
```
**/design/flow/run.sh**
```bash
#!/bin/bash
# OpenROAD 26Q1-2900-gdf79404cd8, Yosys 0.63+post, stock flow scripts
make -C /OpenROAD-flow-scripts/flow DESIGN_CONFIG=/design/flow/config.mk WORK_HOME=/design/flow/orfs finish
```
==> flow_metrics.tcl <==
# yosys + openroad results
set metrics [dict create \
    die-area_sq_um 13400 \
    synth-seq-area-share 0.537 \
    design_area_sq_um 8090 \
    cp_data_required_time_ns 2.73 \
    synth.distinct_cells 47 \
    rows 41 \
    final_period_minus_worst_setup_slack_ns 2.46 \
    place.port_buffers 56 \
    fp.dieW_microns 116 \
    grt_most_used_layer "met1" \
    synth.cellmix.compoundShare 0.0788 \
    yosys.area.top_type "sky130_fd_sc_hd__dfrtp_1" \
    vdd_drop_max_mv 0.568 \
    num_io_pins 57 \
    top_cells_excl_fill_tap "sky130_fd_sc_hd__mux2_2 (129), sky130_fd_sc_hd__dfrtp_1 (124), sky130_fd_sc_hd__clkdlybuf4s50_1 (54), sky130_fd_sc_hd__buf_4 (38), sky130_fd_sc_hd__nand3b_1 (28)" \
    timing.final.hold_violations 0 \
    timing.final.setup_violations 0 \
    wire_per_inst_microns 21.4 \
    cts-root-to-sink-buffers 2 \
    dominant_kind_of_combinational_cell "multiplexers" \
    grt_util_met2 0.409 \
    maxSlewViolCount 0 \
    holdBufCountCts 0 \
    cts_buffers 17 \
    whs_ns 0.216 \
    grt_max_degree 130 \
    grt_pass1_wl_mm 26.1 \
    synthArstFlopShare 0.942 \
    top_achievable_clock_speed_ghz 0.407 \
    synth_chip_area_sq_um 6480 \
    clock_tree.root_cell "sky130_fd_sc_hd__clkbuf_16" \
    crit_path_end_kind "register" \
    critical_path.top_delay_family "buffers and inverters" \
    remaining_drc_errors 0 \
    first_global_vias 4486 \
    start_kind "input port" \
    mux_share_of_post_synthesis_cell_area 0.234 \
    run_status "completed" \
    synth.cellmix.xorXnorShare 0 \
    area_delta_synth_final_pct 24.9 \
    ys_top_cells_by_area "sky130_fd_sc_hd__dfrtp_1 (48%), sky130_fd_sc_hd__mux2_2 (22%), sky130_fd_sc_hd__edfxtp_1 (3.7%), sky130_fd_sc_hd__nand3b_1 (3.2%), sky130_fd_sc_hd__dfstp_2 (2.0%)" \
    cts_repair_resize_count 0 \
    layout-drive-gt1-share 0.355 \
    hpwl_mm 11.1 \
    final_common_cell "sky130_fd_sc_hd__mux2_2" \
    critical_path_buf_inv_count 3 \
    groute.layer.met3.usage 0.0709 \
    yosys_cells 510 \
    slew-limit-headroom 0.491 \
    dpl-instance-area_sq_um 7510 \
    synth.top_cell.area_share 0.479 \
    post_drt_via_cell_ratio 5.81 \
    gp_congestion 0.911 \
    p_per_area_nw_per_um2 754 \
    post_synthesis_average_cell_area_sq_um 12.7 \
    setup-tns-final_ns 0 \
    crit_path_top_delay_cell "sky130_fd_sc_hd__clkdlybuf4s50_1" \
    synth_warnings 2 \
    initial_antenna_violation_count 0 \
    post_synth_inst_count 510 \
    post_cts_buffers 0 \
    final.setup_skew_ns 0.00381 \
    cts_tree "done" \
    pre_place_util 0.513 \
    netlist_area_sq_um 6480 \
    first_pass_iters 6 \
    antenna_cells 0 \
    min_period_over_period 0.944 \
    wirelength_mm 16.6 \
    clock_tree.htree_level_count 4 \
    clkTransAtPathRegs_ns 0.06 \
    drv.max_cap_violation_count 0 \
    warning_count 27 \
    adder_cell_area_share_of_the_yosys_netlist 0 \
    cts.sink_count 137 \
    grt_overflow 0 \
    crit_chain "clkdlybuf4s50_1, buf_4, buf_12, nor2_1, a32o_1, nor4_1, a31oi_1" \
    worst-endpoint-arrival_ns 2.59 \
    crit_type "input port to register" \
    flip_flops_with_a_built_in_enable 8 \
    hold_path.class "input port to asynchronous set/reset pin" \
    timing_worst_slew_pin_value_ns 0.761 \
    clk_latency_ns 0.41 \
    timing.critical_path.fanout_max 20 \
    final_antenna_net_count 0 \
    coreArea_sq_um 12600 \
    critical-path-max-stage-delay_ns 0.56 \
    synth-simple-area-share 0.120 \
    ys.flops 137 \
    grt.total_usage 0.280 \
    grt_met1_use 0.456 \
    floorplan.die.height_microns 116 \
    setup_repair_after_global_routing_missed_its_margin "no" \
    synth-main-ff-cell "sky130_fd_sc_hd__dfrtp_1" \
    drt_iter0_markers 327 \
    power_leakage_nw 3.56 \
    num-fill-cells 990 \
    num_vias 4515 \
]
## final cells by class
class,instances,area [sq um],area share
well taps,172,215,0.0266
repair buffers,101,991,0.123
clock buffers,24,483,0.0597
flip-flops and latches,137,3470,0.430
inverters,9,33.8,0.00418
clock inverters,7,91.3,0.0113
multi-input cells,327,2800,0.346
## metrics by stage
step / setup slack [ns] / total power [mW] / util / std cells
floorplan: 0.428 / 3.29 / - / 510
global placement: -0.203 / 3.77 / 0.595 / 746
detailed placement: -0.201 / 3.79 / 0.595 / 746
CTS: 0.236 / 6.14 / 0.641 / 777
global route: 0.145 / 6.39 / 0.641 / 777
finish: 0.144 / 6.10 / 0.641 / 777
## cell families after synthesis
logic type,count (synthesis)
flops,137
mux,135
simple gates,116
compound gates,76
buf+inv,46
## flip-flops by register name (all words and copies together) (netlist names)
name      count
RdData        8
Rd_VLD        1
Reg_File    128
## synth_stat cells, drive strengths merged (2+ instances only)
cell type and instances:
a22o 6, nand3 11, or4 6, and2 2
dfstp 5, mux2i 6, and3b 14, nor2 9
a21oi 20, mux2 129, a22oi 12, nor2b 9
nor3 2, nor3b 6, dfrtp 124, edfxtp 8
buf 17, o22ai 13, nand3b 28, clkbuf 20
o32a 6, nand2b 5, inv 9, o32ai 2
nand2 16, o21ai 10
## worst register-to-register path, cell delays in order, from the launching register on
cell and delay (ns):
sky130_fd_sc_hd__dfrtp_1 0.39, sky130_fd_sc_hd__mux2_2 0.28, sky130_fd_sc_hd__a32o_1 0.28, sky130_fd_sc_hd__nor4_1 0.49, sky130_fd_sc_hd__a31oi_1 0.15
## routing by layer
| metal | share of wire | up-vias | routed length (microns) |
|---|---|---|---|
| li1 | - | 2051 | - |
| met1 | 0.46 | 2307 | 7610 |
| met2 | 0.46 | 143 | 7680 |
| met4 | 0.017 | 0 | 281 |
| met5 | 0 | - | 0 |
| met3 | 0.062 | 14 | 1040 |
## worst paths after layout
check                      slack (ns)      startpoint              to  cells after the start
min reg2reg                      0.50  Reg_File[8][4]  Reg_File[8][4]                      1
min                              0.22             RST          Rd_VLD                      2
max                              0.14      Address[3]       RdData[4]                      7
max reg2reg                      0.72  Reg_File[3][4]       RdData[4]                      4
min in group clk0                0.50  Reg_File[8][4]  Reg_File[8][4]                      1
max in group asynchronous        1.86             RST  Reg_File[6][0]                      2
## power breakdown
part / internal, mW / switching (mW)
clock: 1.49 / 0.861
sequential: 2.56 / 0.240
combinational: 0.603 / 0.350
Power is estimated from default activity; no workload was simulated.
