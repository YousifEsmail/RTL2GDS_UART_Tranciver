**/design/flow/design.v**
```verilog
module FSM_RX (
    input wire RX_in,
    input wire PAR_en,
    input wire clk,
    input wire rst,
    input wire Par_err,
    input wire STR_err,
    input wire STP_err,
    input wire [3:0] bit_cnt,
    input wire [4:0] edge_cnt,
    input wire [4:0] prescale,
    output reg par_chk_en,
    output reg enable,
    output reg dat_samp_en,
    output reg str_chk_en,
    output reg stp_chk_en,
    output reg data_valid,
    output reg deser_en,
    output reg PAR_CHK_New_bit,
    output reg reset_bit_cnt,
    output reg deser_New_bit
);
localparam  [2:0]Idle =3'b000 ,
                Start =3'b001 ,
                data =3'b010 ,
                Parity =3'b011 ,
                Stop =3'b100 ;
reg    [2:0]         curent_state,
                     next_state ;
always @(posedge clk or negedge rst) 
begin
    if(!rst)
    begin  
    curent_state<=Idle;
    end
    else
    curent_state<=next_state;
end
always @(*)
begin            
case (curent_state)
    Idle:
    begin
        if(RX_in)
            begin
                enable=1'b0;
                reset_bit_cnt=1'b1;
                par_chk_en=1'b0;
                str_chk_en=1'b0;
                stp_chk_en=1'b0;
                data_valid=1'b0;
                deser_en=1'b0;
                PAR_CHK_New_bit=1'b0;
                deser_New_bit=1'b0;
                dat_samp_en=1'b0;
            if (STP_err) 
                    begin
                        deser_en=1'b0;
                        data_valid=1'b0;
                    end 
                else
                    begin
                        deser_en=1'b1;
                        data_valid=1'b1;                
                    end   
                next_state=Idle;
            end
        else
            begin
                enable=1'b0;
                reset_bit_cnt=1'b1;
                par_chk_en=1'b0;
                str_chk_en=1'b0;
                stp_chk_en=1'b0;
                data_valid=1'b0;
                deser_en=1'b0;
                PAR_CHK_New_bit=1'b0;
                deser_New_bit=1'b0;
                dat_samp_en=1'b0;
                            if (STP_err) 
                    begin
                        deser_en=1'b0;
                        data_valid=1'b0;
                    end 
                else
                    begin
                        deser_en=1'b1;
                        data_valid=1'b1;                
                    end   
                next_state=Start;  
            end
    end
    Start:
    begin
        enable=1'b1;
        deser_en=1'b0;
        deser_New_bit=1'b0;            
        reset_bit_cnt=1'b0;
        par_chk_en=1'b0;
        data_valid=1'b0;
        dat_samp_en=1'b0;
        PAR_CHK_New_bit=1'b0;
        stp_chk_en=1'b0;
        if (edge_cnt!=prescale) 
            begin
                dat_samp_en=1'b0;
                str_chk_en=1'b0;    
                next_state=Start;   
            end
        else 
            begin
                dat_samp_en=1'b1;
                str_chk_en=1'b1;    
                next_state=data;
            end    
    end
    data:
        begin
            enable=1'b1;
            reset_bit_cnt=1'b0;
            dat_samp_en=1'b0;
            deser_New_bit=1'b0;            
            str_chk_en=1'b0;
            par_chk_en=1'b0;
            data_valid=1'b0;
            deser_en=1'b0;
            dat_samp_en=1'b0;
            reset_bit_cnt=1'b0;
            PAR_CHK_New_bit=1'b0;
            stp_chk_en=1'b0;
            if(STR_err)
            begin
                next_state=Idle;
            end    
else
begin
            if (bit_cnt!=4'b1001) begin
              begin
                    if (edge_cnt!=prescale) 
                        begin
                            deser_New_bit=1'b0;
                           PAR_CHK_New_bit=1'b0;
                            dat_samp_en=1'b0;
                            next_state=data;   
                        end
                    else 
                        begin
                            deser_New_bit=1'b1;
                            PAR_CHK_New_bit=1'b1;
                            dat_samp_en=1'b1;
                            next_state=data;
                        end    
                end  
            end
            else
                begin
                    deser_New_bit=1'b0;                                                dat_samp_en=1'b1;
                            dat_samp_en=1'b0;
                    PAR_CHK_New_bit=1'b0;            
                    if (PAR_en) 
                        begin
                        par_chk_en=1'b0;    
                        next_state=Parity;
                        end
                    else next_state=Stop;
                end     
        end
end
    Parity:
        begin
            deser_New_bit=1'b0;
            PAR_CHK_New_bit=1'b0;
            par_chk_en=1'b0;
            data_valid=1'b0;
            deser_en=1'b0;
            dat_samp_en=1'b0;
           reset_bit_cnt=1'b0;
            stp_chk_en=1'b0;
            str_chk_en=1'b0;
            enable=1'b1;
            if (bit_cnt!=4'b1010) 
                begin
                    if (edge_cnt!=prescale) begin
                    next_state=Parity;
                    deser_New_bit=1'b0;
                    end
                    else
                        begin
                            dat_samp_en=1'b1;
                            next_state=Parity;
                        end
                end
            else 
                begin
                    par_chk_en=1'b1;    
                    next_state=Stop;
                end    
        end
    Stop:
            begin
                reset_bit_cnt=1'b1;
                enable=1'b1;
                deser_New_bit=1'b0;
                dat_samp_en=1'b0;
                par_chk_en=1'b1;
                data_valid=1'b0;
                deser_en=1'b0;
                dat_samp_en=1'b0;
                PAR_CHK_New_bit=1'b0;
                stp_chk_en=1'b0;
                str_chk_en=1'b0;
                if (edge_cnt!=prescale) 
                    begin
                par_chk_en=1'b1;
               stp_chk_en=1'b0;
                next_state=Stop; 
                dat_samp_en=1'b0;
                    end
                else if(Par_err)
                begin
                next_state=Idle;    
                par_chk_en=1'b1;
               stp_chk_en=1'b0;
                dat_samp_en=1'b0;
                end
                else 
                    begin
                        dat_samp_en=1'b1;
                        par_chk_en=1'b0;    
                        stp_chk_en=1'b1;
                       next_state=Idle;   
                    end    
            end
        default:
        begin
                enable=1'b1;
                reset_bit_cnt=1'b1;
                par_chk_en=1'b0;
                str_chk_en=1'b0;
                stp_chk_en=1'b0;
                data_valid=1'b0;
                deser_en=1'b0;
                PAR_CHK_New_bit=1'b0;
                deser_New_bit=1'b0;
                dat_samp_en=1'b0;
                next_state=Idle;
        end
endcase
end
endmodule
```
**/design/flow/run.sh**
```bash
#!/bin/bash
# OpenROAD 26Q1-2900-gdf79404cd8, Yosys 0.63+post, stock flow scripts
make -C /OpenROAD-flow-scripts/flow DESIGN_CONFIG=/design/flow/config.mk WORK_HOME=/design/flow/orfs finish
```
**/design/flow/config.mk**
```make
export PLATFORM = sky130hd
export DESIGN_NAME = FSM_RX
export DESIGN_NICKNAME = FSM_RX
export VERILOG_FILES = /design/flow/design.v
export SDC_FILE = /design/flow/constraint.sdc
export NUM_CORES = 4
export LEC_CHECK = 1
export CORE_AREA = 10 10 70 70
export DIE_AREA = 0 0 80 80
```
**/design/flow/constraint.sdc**
```tcl
current_design FSM_RX

set clk_period 2.6
set clk_io_pct 0.2

create_clock -name clk0 -period $clk_period [get_ports {clk}]

set non_clock_inputs [all_inputs -no_clocks]
set_input_delay [expr $clk_period * $clk_io_pct] -clock clk0 $non_clock_inputs
set_output_delay [expr $clk_period * $clk_io_pct] -clock clk0 [all_outputs]
```
==> impl_metrics.csv <==
group,metric,value,unit
status,status,"completed",
die,fp.dieW,80,um
placement,numPortBuffers,30,
synth,ys_ff,5,
die,rows,21,
route,n_antenna_cell,0,
cells_and_area,largest_reg_flops,5,
synth,most_common_cell,"xor2_1",
global_route,antenna_found_initial,0,
final_timing,finalClockPeriodUsage,0.974,
placement,placed_cells,126,
synth,yosysTopAreaCellShare,0.240,
route,dr.pass1.iters,4,
die,die_area,6400,um2
final_timing,skew,0.000888,ns
cells_and_area,reg.largest.list,"curent_state (5)",
die,die_h,80,um
synth,syn_area_per_cell,9.06,um2
cts,clock_latency,0.24,ns
final_timing,hold_viol,0,
global_route,grt_first_pass_wirelength,2310,um
cells_and_area,ff_latch_area,126,um2
power_and_ir_drop,worst_ir_drop_vdd,0.0909,mV
critical_path,slowest_delay,0.43,ns
global_route,grt_start_max_net_pins,7,
synth,synthesis.area,417,um2
final_timing,max_freq,395,MHz
synth,syn_inst,46,
power_and_ir_drop,p_leak,0.000353,uW
critical_path,cp.required,2.08,ns
placement,dp_hpwl,1230,um
final_timing,tightestPinTransition,0.411,ns
global_route,use_met3,0.0193,
cts,cts_hold_buffers,0,
hold_path,hp-class,"primary input to async pin",
global_route,grt-ovfl-total,0,
global_route,use_met1,0.0689,
critical_path,cp-start-kind,"primary input",
synth,synth_warnings,1,
final_timing,final_max_slew_viol_count,0,
power_and_ir_drop,power.density,330,nW/um2
cts,cts_tree,"yes",
route,vias,489,
cts,htreeDepth,1,
cells_and_area,area_delta_synth_final,110,%
route,ant_nets,0,
global_route,grt_pass1_vias,499,
die,io_pins,31,
synth,top_cells_by_count,"5 x xor2_1, 4 x dfrtp_1, 4 x nand2_1, 4 x nor3_1",
final_timing,rsz0062_at_grt,"true",
route,routed_via_density,3.70,
critical_path,worst_ep_arrival_time,2.01,ns
synth,yosysUniqueCellTypes,26,
final_timing,holdWs,0.501,ns
critical_path,cp-end-kind,"primary output",
synth,async_flop_share,1.00,
critical_path,crit_fanout,4,
cts,cts_buffers,3,
final_timing,min_period,2.53,ns
synth,ys_area,417,um2
cts,clk_pin_slew,0.04,ns
route,drtIter0Drc,10,
cells_and_area,fin_util,0.256,
run,max_cap_violations,0,
die,core_area,3420,um2
synth,seq_area_frac_synth,0.303,
cells_and_area,fill_cells,368,
critical_path,crit_type,"primary input to primary output",
die,fp-utilization,0.122,
cells_and_area,logic_area,290,um2
cells_and_area,layout-drive-gt1-share,0.291,
synth,topCellsByArea,"dfrtp_1 24%, xor2_1 11%, dfstp_2 6.3%",
global_route,gr-usage-met2,0.0506,
critical_path,cp_cell_sequence,"clkdlybuf4s50_1 -> xor2_1 -> or3_4 -> buf_4 -> nor4_4 -> buf_2",
final_timing,relSlewSlack,0.726,
synth,largest_area_cell,"dfrtp_1",
cts,clock_path_buffers,2,
placement,gp_congestion,0.763,
cells_and_area,layoutNonFillerInstCount,132,
cts,clockRootBuffer,"clkbuf_4",
route,remaining_drc_errors,0,
critical_path,cpMaxStageDelayCell,"or3_4",
cts,clock_sinks,5,
global_route,top_usage_layer,"met1",
synth,edf_count,0,
route,wirelength,1450,um
synth,synthFlopType,"dfrtp_1",
final_timing,finalSetupViolations,0,
synth,ys_cells,46,
cells_and_area,final_cell_area,876,um2
global_route,gr-usage-all-layers,0.0446,
placement,place_area,805,um2
critical_path,reg2reg_depth,4,
run,warning_count,26,
cells_and_area,top_register,"curent_state",
route,wl_per_cell,11.0,um
worst paths after layout:
check                           startpoint              end  slack [ns]
setup reg to reg           curent_state[2]  curent_state[1]        1.39
max in group asynchronous              rst  curent_state[0]        1.85
hold / removal                         rst  curent_state[2]        0.50
min in group clk0          curent_state[3]  curent_state[3]        0.54
hold reg to reg            curent_state[3]  curent_state[3]        0.54
setup / recovery               edge_cnt[3]       stp_chk_en        0.07
final cells by class:
class                      count  area share
timing repair buffer          40       0.416
tap                           46      0.0657
sequential                     5       0.144
inverter                       3      0.0129
multi-input combinational     34       0.331
clock buffer                   4      0.0300
power by group:
| group | internal [uW] | switching [uW] | leakage [uW] |
|---|---|---|---|
| Clock | 58.0 | 31.5 | 0.0000150 |
| Sequential | 84.9 | 3.68 | 0.0000562 |
| Combinational | 68.6 | 41.9 | 0.000282 |
cell families (layout without fill, tap and decap cells):
family / Yosys count / in the layout / share of synthesized area
AND/OR/NAND/NOR: 19 / 19 / 0.285
buffers and inverters: 7 / 47 / 0.0991
AND-OR/OR-AND: 10 / 10 / 0.207
flip-flops: 5 / 5 / 0.303
XOR/XNOR: 5 / 5 / 0.105
placed cells by master (no fill, tap or decap), types with 2 or more instances in the layout:
cell             count
clkdlybuf4s50_1     24
buf_4               10
xor2_1               5
nand2_1              4
dfrtp_1              4
inv_1                3
o31ai_2              3
o21ai_0              3
clkbuf_4             3
dlygate4sd2_1        3
nand4_1              2
nor3_1               2
buf_2                2
critical path: cells and delay by family:
kind | cells | cell delay (ns)
xor gates and xnor gates | 1 | 0.17
buffers and inverters | 3 | 0.70
and+or+nand+nor | 2 | 0.63
routing by layer:
layer  vias up  wire, um
met5         -         0
met4         0        33
met3         2       162
met2        26       502
met1       212       754
li1        249         -
stage by stage:
| step | power [uW] | setup slack (ns) | TNS (ns) |
|---|---|---|---|
| finish | 289 | 0.0674 | 0 |
| global route | 310 | -0.00307 | -0.00385 |
| CTS | 294 | 0.000544 | 0 |
| detailed placement | 191 | -0.340 | -1.44 |
| global placement | 190 | -0.319 | -1.45 |
| floorplan | 126 | 0.618 | 0 |
timing repair:
action	CTS	global route
endpoints found under the hold margin	0	0
pin swaps	0	4
buffers inserted	2	0
resized	15	2
setup endpoints to repair	6	3
No activity file was given, so power comes from the tool's default toggle rates.
