**config.mk**
```make
export PLATFORM = sky130hd
export DESIGN_NAME = ARITHMETIC_UNIT
export DESIGN_NICKNAME = ARITHMETIC_UNIT
export VERILOG_FILES = /design/flow/design.v
export SDC_FILE = /design/flow/constraint.sdc
export NUM_CORES = 4
export LEC_CHECK = 1
export CORE_UTILIZATION = 50
```
**constraint.sdc**
```tcl
current_design ARITHMETIC_UNIT

set clk_period 14.2
set clk_io_pct 0.2

create_clock -name clk0 -period $clk_period [get_ports {clk}]

set non_clock_inputs [all_inputs -no_clocks]
set_input_delay [expr $clk_period * $clk_io_pct] -clock clk0 $non_clock_inputs
set_output_delay [expr $clk_period * $clk_io_pct] -clock clk0 [all_outputs]
```
**design.v**
```verilog
module ARITHMETIC_UNIT  #(
    parameter DATA_WIDTH =8
) (
    input wire [DATA_WIDTH-1:0] A_Arith,
    input wire [DATA_WIDTH-1:0] B_Arith,
    input wire clk,
    input wire Arith_En,
    input wire [1:0] ALU_FUN_LS,
    output reg [DATA_WIDTH-1:0] Arith_OUT_reg,
    output reg [DATA_WIDTH-1:0] Carry_OUT_reg,
    output reg Arith_Flag_reg 
);
reg [DATA_WIDTH-1:0] Arith_OUT;
reg [DATA_WIDTH-1:0] Carry_OUT;
reg Arith_Flag; 
always @(*) 
begin
    if (Arith_En) 
    begin
        Arith_Flag=1'b1;
        case (ALU_FUN_LS)
           2'b00  : {Carry_OUT,Arith_OUT} = A_Arith + B_Arith;
           2'b01  : {Carry_OUT,Arith_OUT} = A_Arith - B_Arith;
           2'b10  : {Carry_OUT,Arith_OUT} = A_Arith * B_Arith; 
           2'b11  : {Carry_OUT,Arith_OUT} = A_Arith / B_Arith; 
        endcase
    end else
         begin
                Arith_Flag=1'b0;
                {Carry_OUT, Arith_OUT} = 'b0;
            end
end
    always @(posedge clk)
begin
    Arith_Flag_reg<=Arith_Flag;
    {Carry_OUT_reg,Arith_OUT_reg}<={Carry_OUT, Arith_OUT};
end
endmodule
```
**run.sh**
```bash
#!/bin/bash
# OpenROAD 26Q1-2900-gdf79404cd8, Yosys 0.63+post, stock flow scripts
make -C /OpenROAD-flow-scripts/flow DESIGN_CONFIG=/design/flow/config.mk WORK_HOME=/design/flow/orfs finish
```
==> metrics.yaml <==
status:
  outcome: "finished, violations left"
  violations: "setup timing"
global_routing:
  grt_use_met1: 0.4988
  grt_start_max_net_pins: 29
  grt_pass1_wl_mm: 47.58
  gr-total-overflow: 0
  grt.busiest_layer: "met2"
  use_met3: 0.08565
  track_usage: 0.3410
  first_global_vias: 9618
  antenna_found_initial: 0
  grtUsageMet2: 0.5181
clock_tree:
  cts_max_level: 1
  tritoncts: "yes"
  cts_hold_buf: 0
  cts.path.max_buffers: 2
  clkTransAtPathRegs_ps: 60
  cts_num_sinks: 17
  numCtsBuffers: 3
  root_buffer: "clkbuf_16"
placed_design:
  globalplace.congestion: 0.9724
  dpl.cell_count: 1703
  dp_hpwl_mm: 22.87
  place.port_buffers: 36
final_timing:
  rsz0062_at_grt: "true"
  fin_crit_ps: 26430
  max_freq_mhz: 37.83
  finalCritPeriodShare: 1.861
  slew_violations: 0
  worst_slew_pin_slew_ps: 662.4
  holdWs_ps: 3314
  tns_ps: -43780
  finalSetupViolCount: 6
  hold_violations: 0
  slew_headroom: 0.5567
  setup_ws_ps: -12230
routing:
  drc: 0
  wl_per_cell_um: 17.02
  ant_nets: 0
  vias_per_cell: 5.652
  initialDrtViolationCount: 637
  wirelength_mm: 30.57
  num_vias: 10151
  drtPass1Iterations: 5
  antenna_cells: 0
yosys:
  synthFlopType: "dfxtp_1"
  ys_top_cells_by_area: "ha_1 22%, fa_1 8.7%, nor2_1 4.7%"
  ys_warn_count: 1
  synth_area_um2: 8733
  synth-edff-count: 0
  netlist.area_leader.share: 0.2206
  synthCells: 1158
  synth_flops: 17
  async_flop_share: 0
  yosys_area_um2: 8733
  synth_cell_types: 81
  postSynthSeqShare: 0.03897
  yosysCellCount: 1158
  yosysTopAreaCell: "ha_1"
  synth_area_per_cell_um2: 7.542
floorplan:
  dieArea_um2: 18000
  initCoreUtil: 0.5193
  io-pin-count: 37
  coreArea_um2: 16820
  rows: 47
  chipWidth_um: 134.2
  die_h_um: 134.2
cells_and_area:
  fillers: 1148
  drive_gt1_frac: 0.3744
  stdcell_count: 1796
  area_delta_synth_final_pct: 52.32
worst_setup_path:
  cp.arrival_ps: 26570
  crit_path_frequent_cell: "o21a_1"
  cp.required_ps: 14340
  crit_type: "in2reg"
  max_stage_delay_ps: 580
  cp_max_fo: 7
  slowest_stage: "or4b_1"
  cp-start-kind: "input port"
  crit_path_end_kind: "flop"
worst_hold_path:
  worstHoldPathType: "in2reg"
job:
  cap_viol_max_count: 0
  warnings: 41
==> final cells by class <==
class,instances,area [um^2],share of cell area
well taps,220,275.3,0.02069
multi-input cells,1015,8786,0.6605
repair buffers,445,3453,0.2596
inverters,95,367.9,0.02765
clock buffers,3,75.07,0.005643
clock inverters,1,5.005,0.0003762
flip-flops and latches,17,340.3,0.02558
==> timing repair <==
item	4_1_cts	5_1_grt
pin swaps	41	67
endpoints found under the setup margin	7	7
gates cloned	0	0
setup buffers	63	26
gates resized	67	56
==> metrics by stage <==
| stage | setup slack (ps) | utilization | cell area, um^2 |
|---|---|---|---|
| finish | -12230 | 0.7910 | 13300 |
| global route | -13460 | 0.7910 | 13300 |
| CTS | -11850 | 0.7599 | 12780 |
| detailed placement | -13160 | 0.7117 | 11970 |
| global placement | -12810 | 0.7117 | 11970 |
| floorplan | -13030 | - | 9176 |
==> final timing paths <==
kind,startpoint,end,cells after the start
worst min-delay path,B_Arith[0],Carry_OUT_reg[7],6
worst max-delay path,B_Arith[1],Arith_OUT_reg[0],127
==> cells in the mapped netlist (4+ instances only) <==
library cell    n
and3_1          4
a211o_1         4
a21o_1         25
o311ai_0        4
ha_1          154
mux2i_1         9
a31oi_1         9
a21oi_1        72
o31ai_1        17
nand4_1         6
clkbuf_1       29
o21ai_0        52
buf_6           6
or3_1          19
o21a_1         43
or4_1           4
o221a_2         5
or2_2          12
mux2_2         21
a2111oi_0       6
nor3_1         49
dfxtp_1        17
nor2_1        109
fa_1           38
o22a_1          4
nor4_1         12
o21bai_1       11
xor2_1         21
o22ai_1         8
nand3_1        16
nand2b_1       20
and2_1         17
xnor2_1        38
o211a_1         5
nand2_1        89
a211oi_1       18
inv_1          95
o211ai_1       12
nor2b_1        12
==> critical path: cells and delay by family <==
kind            cells  cell delay [ps]
buf+inv            20             2480
simple gates       27             5330
fa+ha+maj          13             2770
compound gates     62            11550
mux                 5             1540
==> routing by layer <==
layer	routed length, um	share of wire
met1	14730	0.48
met2	12840	0.42
met3	2465	0.081
met4	531	0.017
met5	0	0
==> cells in the final DEF (no fill, tap or decap), types with 8 or more instances in the layout <==
cell             instances
buf_4                  401
ha_1                   130
nor2_1                 101
inv_1                   92
nand2_1                 81
a21oi_1                 55
nor3_1                  46
o21ai_0                 41
o21a_1                  40
xnor2_1                 38
fa_1                    38
clkdlybuf4s50_1         28
a21o_1                  25
ha_4                    22
xor2_1                  21
nand2b_1                18
dfxtp_1                 17
a211oi_1                17
mux2_2                  15
a21oi_2                 14
or3_1                   13
nand3_1                 13
and2_1                  13
o211ai_1                12
nor2b_1                 11
mux2_4                  10
o21bai_1                10
o31ai_1                 10
nor4_1                   9
or2_2                    9
mux2i_1                  8
conb_1                   8
==> cell families (layout without fill, tap and decap cells) <==
| logic type | Yosys count | after routing | synth area share |
|---|---|---|---|
| AOI/OAI and AO/OA | 330 | 330 | 0.2607 |
| xor gates and xnor gates | 59 | 59 | 0.05917 |
| adders and majority gates | 192 | 192 | 0.3077 |
| buffers and inverters | 133 | 544 | 0.06261 |
| DFF | 17 | 17 | 0.03897 |
| muxes | 38 | 38 | 0.05057 |
| other | 1 | 8 | 0.0004294 |
| and+or+nand+nor | 388 | 388 | 0.2198 |
